[run.sh]
#!/bin/bash
# OpenROAD 26Q1-2900-gdf79404cd8, Yosys 0.63+post, stock flow scripts
make -C /OpenROAD-flow-scripts/flow DESIGN_CONFIG=/design/flow/config.mk WORK_HOME=/design/flow/orfs finish
[config.mk]
export PLATFORM = sky130hd
export DESIGN_NAME = CLA_16bit
export DESIGN_NICKNAME = CLA_16bit
export VERILOG_FILES = /design/flow/design.v
export SDC_FILE = /design/flow/constraint.sdc
export NUM_CORES = 4
export LEC_CHECK = 1
export CORE_AREA = 10 10 70 70
export DIE_AREA = 0 0 80 80
[constraint.sdc]
current_design CLA_16bit

set clk_period 15.5
set clk_io_pct 0.2

create_clock -name clk0 -period $clk_period

set non_clock_inputs [all_inputs -no_clocks]
set_input_delay [expr $clk_period * $clk_io_pct] -clock clk0 $non_clock_inputs
set_output_delay [expr $clk_period * $clk_io_pct] -clock clk0 [all_outputs]
[design.v]
module CLA_16bit(A, B, Cin, Sum, Cout);
   input [15:0] A, B;
   input Cin;
   output [15:0] Sum;
   output Cout;
   wire [3:0] X, Y;  
   wire [3:1] C;  
   CLA_4bit CLA0 (A[3:0],   B[3:0],   Cin,     Sum[3:0],   C[1], X[0], Y[0]);
   CLA_4bit CLA1 (A[7:4],   B[7:4],   C[1],    Sum[7:4],   C[2], X[1], Y[1]);
   CLA_4bit CLA2 (A[11:8],  B[11:8],  C[2],    Sum[11:8],  C[3], X[2], Y[2]);
   CLA_4bit CLA3 (A[15:12], B[15:12], C[3],    Sum[15:12], Cout, X[3], Y[3]);
   wire Xout, Yout;
   assign Xout = &X;  
   assign Yout = Y[3] | (X[3] & Y[2]) | (X[3] & X[2] & Y[1]) | (X[3] & X[2] & X[1] & Y[0]);
endmodule
module CLA_4bit(A, B, Cin, Sum, Cout, Xout, Yout);
   input [3:0] A, B;
   input Cin;
   output [3:0] Sum;
   output Cout;
   output Xout, Yout;
   wire [3:0] X, Y; 
   wire [3:1] C;    
   assign X = A ^ B; 
   assign Y = A & B; 
   assign C[1] = Y[0] | (X[0] & Cin);
   assign C[2] = Y[1] | (X[1] & C[1]);
   assign C[3] = Y[2] | (X[2] & C[2]);
   assign Cout = Y[3] | (X[3] & C[3]);
   assign Sum = X ^ {C[3], C[2], C[1], Cin};  
   assign Xout = &X;  
   assign Yout = Y[3] | (X[3] & Y[2]) | (X[3] & X[2] & Y[1]) | (X[3] & X[2] & X[1] & Y[0]);
endmodule
==> results_slide.txt <==
Run Summary

Synth
  • Yosys cell types: 2
  • Synth Seq Share: 0%
  • Yosys warning tally: 0
  • Cells after Synth: 26
  • Synthesized area: 357.8 sq um
  • Syn_area_per_cell: ~14 sq um
  • Yosys stat chip area: 357.8 sq um
  • Yosys cell count: 26

Worst hold path
  • Worst Hold End: Sum[0]
  • Hold depth: 5
  • HP Class: in2out
  • HP Start: Cin

Outcome
  • Status: finished clean

Die
  • Init Core Util: 10.48%
  • Row count: 21
  • Ports: 50
  • Die Y: 80 um
  • Core Region: 3416 sq um
  • Die footprint: 6400 sq um
  • Die W: around 80 um

Placed design
  • I/O Buffers: roughly 50
  • Post-DP HPWL: 1553 um
  • RePlAce Congestion: roughly 0.89
  • Place WS: 2.162 ns

Global routing
  • Vias in the first global route: approximately 500
  • GRT Util Overall: roughly 4.8%
  • Pin count of the biggest net entering global routing: 2
  • Antenna violations before repair: 0
  • First-pass GRT wire length: 2401 um
  • Grt total ovfl: 0

STA
  • Post-layout period usage: 85.97%
  • Max Clock Freq: ~0.075 GHz
  • Unrepaired setup endpoints after global routing: false
  • Worst slew pin tran: 0.1016 ns
  • Final WS setup: 2.175 ns
  • Final max-slew violation count: 0
  • Finish-stage setup viols: 0
  • Fin. Hold Viols: 0
  • Tmin final: between 10 and 15 ns
  • Setup TNS: 0 ns
  • Slew HR: 93.20%

Detailed routing
  • Via Count: 401
  • Routed Wire Length: 1590 um
  • Routed len/inst: 13.03 um
  • Vias per cell: ~3.3
  • Drt first pass iters: 1
  • Diode count: 0
  • Routed Antenna Nets: 0
  • Iteration-0 DRC Markers: 0
  • DRC viols: 0

Finish
  • Layout cells sized above 1: 0%
  • Filler cells: ~360
  • Flop count: 0
  • Number of clock buffers in the layout: 0
  • Area Overhead vs Synth: 155.9%
  • Sequential Area: 0 sq um

Critical path
  • Worst Path Arrival: 10.22 ns
  • Critical path type: in2out
  • CP max FO: 1
  • CP Launch Type: primary input
  • Data required, critical path: 12.40 ns
  • CP Capture Type: output pin

Power and ir drop
  • Tot Pwr: about 0.035 mW
  • Power Density: 38.35 nW/um^2
  • Pleak: ~0.37 nW
  • Peak supply drop: about 0.016 mV

Clock tree
  • CTS Hold Bufs: 0
  • Post-CTS Setup Inserts: 0
  • CTS resizes: 0

Run
  • MaxCap Viol Count: 0
  • Tool warnings: 32
how the worst max path moves through the flow:
stage | from | endpoint | cells after the start
6_report | B[0] | Sum[15] | 22
5_1_grt | B[0] | Sum[15] | 22
4_1_cts | B[0] | Sum[15] | 22
stage by stage:
stage                     cell area [sq um]  util (%)  hold WS, ns  std cells
after floorplan                       357.8         -        6.307         26
after global placement                915.9     26.81        7.261        122
after detailed placement              915.9     26.81        7.255        122
after CTS                             915.9     26.81        7.255        122
after global routing                  915.9     26.81        7.314        122
final                                 915.9     26.81        7.241        122
cell usage after synthesis:
library cell	instances	area [sq um]
inv_1	10	37.54
fa_1	16	320.3
cells by family (layout without fill, tap and decap cells):
| logic type | Yosys count | after routing | share of synthesized area [%] |
|---|---|---|---|
| buf+inv | 10 | 60 | 10.49 |
| fa+ha+maj | 16 | 16 | 89.51 |
worst max-delay path, cell delays in order:
cell             delay [ns]
clkdlybuf4s50_1        0.40
inv_1                  0.09
fa_1                   0.17
inv_1                  0.05
fa_1                   0.37
fa_1                   0.39
fa_1                   0.39
fa_1                   0.39
fa_1                   0.39
fa_1                   0.39
fa_1                   0.40
fa_1                   0.39
fa_1                   0.39
fa_1                   0.38
fa_1                   0.39
fa_1                   0.39
fa_1                   0.39
fa_1                   0.37
inv_1                  0.07
fa_1                   0.40
inv_1                  0.06
clkdlybuf4s50_1        0.47
cells in the final DEF (no fill, tap or decap):
master           synthesis  routed
inv_1                   10      10
fa_1                    16      16
clkdlybuf4s50_1          0      50
per-layer routing:
layer / routed length [um] / track usage (%) / vias up
met1: 496 / 4.881 / 184
li1: - / - / 168
met2: 453 / 5.618 / 49
met4: 0 / 0 / 0
met5: 0 / 0 / -
met3: 641 / 7.159 / 0
power by group:
| group | switching [mW] | total [mW] | internal (mW) |
|---|---|---|---|
| clock network | 0 | 0 | 0 |
| registers | 0 | 0 | 0 |
| logic | 0.00942 | 0.0351 | 0.0257 |
| total | 0.00942 | 0.0351 | 0.0257 |
cell type report:
class              instances  area, sq um  area share, %
repair buffers            50        500.5          54.64
well taps                 46        57.56          6.284
inverters                 10        37.54          4.098
multi-input cells         16        320.3          34.97
No activity file was given, so power comes from the tool's default toggle rates.
