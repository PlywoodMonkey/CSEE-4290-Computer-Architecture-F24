==> /design/flow/design.v <==
`timescale 1ns/1ns
module ALU (CLK, RST, Enable, X, Y, Opcode, CF, Results);
   input CLK, RST, Enable;
   input [15:0]	X, Y;
   input [2:0] Opcode;
   reg [15:0] Data_A;
   reg [15:0] Data_B;
   reg [16:0] OverflowCheck;
   reg [2:0]  test;
   output reg	     CF;                   
   output reg [15:0] Results;
   parameter	     S_000 = 'b000, S_001 = 'b001, S_010 = 'b010, S_011 = 'b011, S_100 = 'b100, S_101 = 'b101, S_110 = 'b110, S_111 = 'b111;
   reg [3:0]	     State, StateNext;
   always @(posedge CLK) begin
      if (RST == 1) begin
	 Data_A = 0;
	 Data_B = 0;
	 test = 0;
         Results = 0;
	 State = S_000;
	 StateNext = S_000;
	 CF = 0;
	 OverflowCheck = 0;
      end else begin  
	if (test == 0) begin
	    #100;
	    test = 1;
	    Data_A = X;
	    Data_B = Y;	
	end 
	 if (Enable == 1) begin
            case (Opcode)
              S_000: begin
              end  
              S_001: begin
		 Data_A = X;
		 Data_B = Y;
		 Results = Data_A + Data_B;
		 OverflowCheck = Data_A + Data_B;
		 if (OverflowCheck[16] == 1) begin
		    CF <= 1;
		 end else begin
		    CF <= 0;
		 end
              end  
              S_010: begin
		 Data_A = X;
		 Data_B = Y;
		 Results = Data_A & Data_B;
		 CF = 0;
              end  
              S_011: begin
		 Data_A = X;
		 Data_B = Y;
		 Results = Data_A | Data_B;
		 CF = 0;
              end  
              S_100: begin
		 if (Data_A < Data_B) begin
		    CF = 1;
		 end else begin 
		    CF = 0;
		 end
		 Results = CF;
              end  
              S_101: begin
		 Results = Data_A + Data_B;
		 OverflowCheck = Data_A + Data_B;
		 Data_A = Results;
		 if (OverflowCheck[16] == 1) begin
		    CF = 1;
		 end else begin
		    CF = 0;
		 end
              end  
              S_110: begin 
		 Data_A = Data_A & Data_B;
		 Results = Data_A;
		 CF = 0;
              end  
              S_111: begin
		 Data_A = Data_A | Data_B;
		 Results = Data_A;
		 CF = 0;
              end  
            endcase  
	 end   
      end
   end  
endmodule
==> /design/flow/run.sh <==
#!/bin/bash
# OpenROAD 26Q1-2900-gdf79404cd8, Yosys 0.63+post, stock flow scripts
make -C /OpenROAD-flow-scripts/flow DESIGN_CONFIG=/design/flow/config.mk WORK_HOME=/design/flow/orfs finish
==> /design/flow/config.mk <==
export PLATFORM = sky130hd
export DESIGN_NAME = ALU
export DESIGN_NICKNAME = ALU
export VERILOG_FILES = /design/flow/design.v
export SDC_FILE = /design/flow/constraint.sdc
export NUM_CORES = 4
export LEC_CHECK = 1
export CORE_UTILIZATION = 40
==> /design/flow/constraint.sdc <==
current_design ALU

set clk_period 9.0
set clk_io_pct 0.2

create_clock -name clk0 -period $clk_period [get_ports {CLK}]

set non_clock_inputs [all_inputs -no_clocks]
set_input_delay [expr $clk_period * $clk_io_pct] -clock clk0 $non_clock_inputs
set_output_delay [expr $clk_period * $clk_io_pct] -clock clk0 [all_outputs]
==> commit_impl_results.txt <==
Add synthesis and place-and-route results

- The run finished with clean final reports.
- Primary FF master, synth: sky130_fd_sc_hd__dfxtp_1
- Fill count: 1280
- Looking at the max-slew report, the worst-margin pin has a slew of 0.802 ns.
* Critical Path Start: Y[0]
- The via count of the first global-routing pass came to 4727.
- Clock-pin slew on the worst setup and hold paths: 0.07 ns
- Top achievable clock speed: 0.210 GHz
- Adding up every negative setup slack in the final design gives 0 ns.
- Number of antenna violations at the first check in global routing: 0
- Sort of element at the start of the critical path: input pin
- Of all flip-flops after synthesis, the portion carrying an async set or reset was 0%.
* Starting DRT DRC Count: 422
- Looking at the clock tree report, the H-tree level count equals 2.
- Number of buffers created by CTS: 5
- Worst-case register-to-register setup slack: 5.33 ns
- The pre-antenna-repair detailed-routing pass consisted of 5 iterations.
- Setup fix buffers added after clock tree synthesis: 0
- Routed wirelength normalized by instance count: 18.0 um
- Required time of the critical path: 9.24 ns
- Termination of the worst setup path: Results[8]
- GRT Util Overall: 24.3%
- Per the CTS log, the buffer count on the longest clock path is 2.
* Number of warnings reported in the yosys synthesis log: 1
- Maximum number of pins on one net before global-route repair: 61
- Yosys reported a register bit count of 50.
- Counting instances, the worst hold path has a depth of 2.
- In this run, post-CTS hold repair placed 0 buffers.
* Worst r2r dst: Results[8]
- The switching portion of total power comes to 38.3%.
- After synthesis the cells add up to 5470 um2.
- The floorplan step set the die width to 119 um.
* Post-synthesis chip area from yosys: 5470 um2
- In the final layout, the share of cells above drive strength 1 is 6.54%.
* Post-route DRC violation count: 0
* Total core area: 13300 um2
* Sequential area share after synthesis: 18.3%
- Clk latency late pin: 0.31 ns
* Period utilisation layout: 52.9%
- TritonCTS built the clock tree.
* Flop pwr share: 31.5%
- The script logs the ratio of routed vias to standard cells as 5.65.
- Unrepaired setup endpoints after global routing: no
- The arrival time of data at the worst endpoint is listed as 5.00 ns.
- Worst IR Drop VDD: 0.0000689 V
* Cell Rows: 42
* Startpoint of the most critical register-to-register path: test[0]
- Setup-failing EPs final: 0
- Cells in synth_stat.txt: 714
* Post-place instance area: 6150 um2
- Per the post-synthesis report, the number of cells in the design is 714.
- Internal Pwr Total: 0.482 mW
- Net switching power: 0.298 mW
- In the post-route report, total wirelength is listed as 16.7 mm.
- Top Ports: 55
- Final clock skew: 0.00505 ns
- Number of maximum-capacitance constraint violations: 0
- For this run the aggregate overflow at the end of global routing stands at 0.
- The final route contains 5227 vias.
- Tool warning count: 73
- The report lists the number of cells resized after CTS as 0.
* Worst Reg-to-Reg Cells: 11
- Area of the multi-input gates: 4020 um2
- The final report gives the standard cell area, fillers excluded, as 6290 um2.
- The number of antenna diodes in the final layout is 0.
* Post-DP HPWL: 12.2 mm
- Worst min-delay path category: reg -> reg
- Die extent in y: 119 um
- For this design the ratio of total power to cell area is 124 nW/um2.
- Classification of the worst setup path: in -> reg
- Counting flops with a built-in enable in the synthesized netlist gives 0.
- Counting pins that exceed their max-slew limit in the final report gives 0.
- The final timing report lists a hold violation count of 0.
- Mapped Avg Cell Area: 7.66 um2
* Post-DRT Antenna Nets: 0
- In the Yosys stats the netlist draws on 68 distinct library cells.
- The final power report lists total power as 0.780 mW.
* Number of buffers inserted by port buffering: 54
* Endpoint type of the worst setup path: register
- Minimum clock period: 4.76 ns
- P&R area growth vs syn: 14.9%
* Headroom to the max-slew limit: 46.4%
* Share of total power in combinational logic: 43.8%
- The chip occupies 14100 um2.
- After its last routability iteration, the placer logged a weighted congestion of 1.02.
- Clock Sink Count: 50
* Effective utilization at floorplan: 41.1%
- Global-route wire length before repair: 26.4 mm
- Leakage power summed over all cells: 2.81 nW
* Share of total power in the clock network: 24.6%
* Worst Path Max Fanout: 4
- The sequential cells in the finished layout cover a total of 1000 um2.
- CTS Root Buffer Type: sky130_fd_sc_hd__clkbuf_16
[layout by cell type, fill, tap and decap left out, types with 3 or more instances in the layout]
cell type	instances
sky130_fd_sc_hd__inv_1	81
sky130_fd_sc_hd__nor2_1	68
sky130_fd_sc_hd__buf_4	10
sky130_fd_sc_hd__mux2_2	12
sky130_fd_sc_hd__a2111oi_4	3
sky130_fd_sc_hd__o21ai_0	46
sky130_fd_sc_hd__ha_1	80
sky130_fd_sc_hd__a221o_1	3
sky130_fd_sc_hd__clkdlybuf4s50_1	52
sky130_fd_sc_hd__o211ai_1	14
sky130_fd_sc_hd__mux2i_1	28
sky130_fd_sc_hd__o21a_1	4
sky130_fd_sc_hd__nand3_1	6
sky130_fd_sc_hd__a21o_1	7
sky130_fd_sc_hd__nor2b_1	6
sky130_fd_sc_hd__or2_2	3
sky130_fd_sc_hd__a41oi_1	3
sky130_fd_sc_hd__clkbuf_16	5
sky130_fd_sc_hd__xor2_1	9
sky130_fd_sc_hd__nand2_1	57
sky130_fd_sc_hd__a211oi_1	27
sky130_fd_sc_hd__xnor2_1	13
sky130_fd_sc_hd__dfxtp_1	49
sky130_fd_sc_hd__o22ai_1	7
sky130_fd_sc_hd__nor3_1	4
sky130_fd_sc_hd__o21bai_1	4
sky130_fd_sc_hd__o32ai_1	4
sky130_fd_sc_hd__a221oi_1	6
sky130_fd_sc_hd__and2_1	4
sky130_fd_sc_hd__a21oi_1	71
sky130_fd_sc_hd__nand2b_1	6
sky130_fd_sc_hd__nand4_1	3
sky130_fd_sc_hd__a311oi_1	3
[sequential cells by signal (all words and copies together) (netlist names)]
| signal | flops |
|---|---|
| Data_A | 16 |
| Data_B | 16 |
| Results | 16 |
| CF | 1 |
| test | 1 |
[logic make-up (layout without fill, tap and decap cells)]
kind of cell               Yosys count  in the layout  synth area share, %
AOI/OAI and AO/OA                  231            231                 28.9
xor gates and xnor gates            22             22                 3.52
adders and majority gates           82             82                 19.0
buffers and inverters              117            152                 8.19
DFF                                 50             50                 18.3
muxes                               41             41                 8.01
and+or+nand+nor                    171            171                 14.0
[cell type report]
type	instances	share of cell area, %
inverter	81	4.84
timing repair buffer	64	9.63
sequential	50	15.9
tap	176	3.50
clock buffer	7	2.11
multi-input combinational	547	64.0
[critical path: stages]
cell and delay, ns:
sky130_fd_sc_hd__clkdlybuf4s50_1 0.47, sky130_fd_sc_hd__mux2i_1 0.29, sky130_fd_sc_hd__inv_1 0.11, sky130_fd_sc_hd__ha_1 0.26, sky130_fd_sc_hd__fa_1 0.41, sky130_fd_sc_hd__a21oi_1 0.24, sky130_fd_sc_hd__o22ai_1 0.19, sky130_fd_sc_hd__o311a_1 0.35
sky130_fd_sc_hd__o32ai_1 0.46, sky130_fd_sc_hd__o221ai_1 0.25, sky130_fd_sc_hd__a21oi_1 0.17
[through the flow]
stage	worst slack (ns)	instances	util, %	hold WS (ns)
2_1_floorplan	4.91	714	-	0.417
3_3_place_gp	4.11	918	46.3	0.438
3_5_place_dp	4.03	918	46.3	0.444
4_1_cts	4.33	925	47.3	0.451
5_1_grt	4.02	925	47.3	0.473
6_report	4.24	925	47.3	0.449
[how the worst min path moves through the flow]
| stage | start | slack, ns | to |
|---|---|---|---|
| global route | Results[4] | 0.47 | Results[4] |
| CTS | Results[2] | 0.45 | Results[2] |
| finish | Results[2] | 0.45 | Results[2] |
[cells in the mapped netlist (3+ instances only)]
master                      number  area [um2]
sky130_fd_sc_hd__clkbuf_1       24        90.1
sky130_fd_sc_hd__buf_1           5        18.8
sky130_fd_sc_hd__nand3_1         6        30.0
sky130_fd_sc_hd__a41oi_1         3        26.3
sky130_fd_sc_hd__and2_1          4        25.0
sky130_fd_sc_hd__xor2_1          9        78.8
sky130_fd_sc_hd__nand4_1         3        18.8
sky130_fd_sc_hd__inv_1          81         304
sky130_fd_sc_hd__nor3_1          4        20.0
sky130_fd_sc_hd__ha_1           80        1000
sky130_fd_sc_hd__o211ai_1       14         105
sky130_fd_sc_hd__o32ai_1         4        35.0
sky130_fd_sc_hd__o21ai_0        46         230
sky130_fd_sc_hd__mux2_2         12         135
sky130_fd_sc_hd__nand2_1        57         214
sky130_fd_sc_hd__a2111oi_4       3        82.6
sky130_fd_sc_hd__or2_2           3        18.8
sky130_fd_sc_hd__a311oi_1        3        26.3
sky130_fd_sc_hd__mux2i_1        28         280
sky130_fd_sc_hd__o21a_1          4        30.0
sky130_fd_sc_hd__a21oi_1        71         355
sky130_fd_sc_hd__buf_2           6        30.0
sky130_fd_sc_hd__nor2b_1         6        37.5
sky130_fd_sc_hd__xnor2_1        13         114
sky130_fd_sc_hd__a211oi_1       27         203
sky130_fd_sc_hd__nand2b_1        6        37.5
sky130_fd_sc_hd__a21o_1          7        52.6
sky130_fd_sc_hd__o22ai_1         7        43.8
sky130_fd_sc_hd__a221oi_1        6        52.6
sky130_fd_sc_hd__o21bai_1        4        30.0
sky130_fd_sc_hd__a221o_1         3        30.0
sky130_fd_sc_hd__dfxtp_1        50        1000
sky130_fd_sc_hd__nor2_1         68         255
[power groups by stage]
stage     sequential, mW  clock [mW]  combinational [mW]
4_1_cts            0.246       0.199               0.338
5_1_grt            0.248       0.206               0.378
6_report           0.246       0.192               0.342
[metal layers]
| metal | vias up | share of wire, % | GRT usage [%] |
|---|---|---|---|
| met5 | - | 0 | 0 |
| met3 | 17 | 7.7 | 5.82 |
| li1 | 2586 | - | - |
| met1 | 2429 | 47 | 36.8 |
| met4 | 0 | 1.6 | 3.48 |
| met2 | 195 | 44 | 36.1 |
Power figures rest on the tool's default switching activity, not on a simulated workload.
